--- design/flow/run.sh ---
#!/bin/bash
# OpenROAD 26Q1-2900-gdf79404cd8, Yosys 0.63+post, stock flow scripts
make -C /OpenROAD-flow-scripts/flow DESIGN_CONFIG=/design/flow/config.mk WORK_HOME=/design/flow/orfs finish
--- design/flow/config.mk ---
export PLATFORM = sky130hd
export DESIGN_NAME = instruction_memory_pipeline
export DESIGN_NICKNAME = instruction_memory_pipeline
export VERILOG_FILES = /design/flow/design.v
export SDC_FILE = /design/flow/constraint.sdc
export NUM_CORES = 4
export LEC_CHECK = 1
export CORE_AREA = 10 10 70 70
export DIE_AREA = 0 0 80 80
--- design/flow/constraint.sdc ---
current_design instruction_memory_pipeline

set clk_period 1.4
set clk_io_pct 0.2

create_clock -name clk0 -period $clk_period

set non_clock_inputs [all_inputs -no_clocks]
set_input_delay [expr $clk_period * $clk_io_pct] -clock clk0 $non_clock_inputs
set_output_delay [expr $clk_period * $clk_io_pct] -clock clk0 [all_outputs]
--- design/flow/design.v ---
module instruction_memory_pipeline (
    input [19:0] counter_in,  
    output reg [19:0] instruction  
);
reg [19:0] input_code [0:12];
initial begin
    input_code[0]  = 20'b0001_0000_0100_0000_1010;  
    input_code[1]  = 20'b0000_0100_1100_0000_0010;  
    input_code[2]  = 20'b0000_0101_0010_1000_0011;  
    input_code[3]  = 20'b0000_0000_0101_0000_0001;  
    input_code[4]  = 20'b0000_0101_0001_0000_0100;  
    input_code[5]  = 20'b0010_1011_0000_0000_0111;  
    input_code[6]  = 20'b0011_0000_1100_0000_1010;  
    input_code[7]  = 20'b0100_1100_1000_0000_0011;  
    input_code[8]  = 20'b0000_1001_1100_1000_0101;  
    input_code[9]  = 20'b0110_1001_0100_0000_0001;  
    input_code[10] = 20'b0101_0100_1100_0000_0101;  
    input_code[11] = 20'b1000_0110_0100_0000_0110;  
    input_code[12] = 20'b0111_0000_0000_0000_0010;  
end
always @(*) begin
    instruction <= input_code[counter_in];
end
endmodule
==> impl_metrics.tcl <==
# yosys + openroad results
set metrics [dict create \
    outcome "finished, violations left" \
    violations "negative setup slack" \
    worst_path_max_delay_cell "nand2b_4" \
    fp_util 0.110 \
    drtIter0Drc 20 \
    post-route-min-period_ns 1.46 \
    hold_viol 0 \
    num_rows 21 \
    grt.total_usage 0.0589 \
    path_max_fanout 6 \
    ios 40 \
    hpwl_um 1130 \
    avgSynthCellArea_um2 6.47 \
    vias 533 \
    critPathKind "in -> out" \
    synth_cell_type_count 21 \
    ys_area_um2 375 \
    tool_warnings 55 \
    finalCritPeriodShare 1.04 \
    final_max_slew_viol_count 0 \
    place_congestion 0.750 \
    syn2layout_area_growth_pct 165 \
    crit_family "buffers and inverters" \
    worst_path_largest_cell_delay_ns 0.17 \
    cp-end-kind "output port" \
    hold_class "in -> out" \
    cts_hold_buf 0 \
    clkPwrFrac 0 \
    routed_wl_um 1880 \
    syn_area_um2 375 \
    grt_max_degree 11 \
    grt_use_met2 0.0931 \
    antenna_found_initial 0 \
    p_leak_nw 0.472 \
    power_switching_mw 0.117 \
    vdd_ir_drop_max_mv 0.180 \
    switching_share 0.413 \
    fin_cells 146 \
    overflow 0 \
    grt_util_met1 0.0804 \
    finalWorstSetupSlack_ns -0.0609 \
    final_cell_mix "buf_4, buf_6, buf_2" \
    clock_buffers 0 \
    intPower_mw 0.167 \
    cp_cell_sequence "buf_4, buf_12, buf_4, nand2b_4, nor2_4, a21o_1, buf_2" \
    cp_num_buf_inv 4 \
    p_per_area_nw_per_um2 286 \
    use_met3 0.0102 \
    ant_nets 0 \
    maxCapViolCount 0 \
    die_w_um 80 \
    first_pass_iters 4 \
    route.detailed.drc 0 \
    dieArea_um2 6400 \
    core_area_um2 3420 \
    p_seq_frac 0 \
    num_antenna_cells 0 \
    seqCellArea_um2 0 \
    netlist_instances 58 \
    timing.hold.ws_ns 0.807 \
    final_common_cell "buf_4" \
    drive_above_1_share 0.690 \
    synth_warnings 1 \
    io_buffer_count 21 \
    die_h_um 80 \
    grt_pass1_wl_um 3120 \
    ys_cells 58 \
    setup_viol 6 \
    fmax_ghz 0.685 \
    cp.arrival_ns 1.18 \
    grt_pass1_vias 612 \
    vias_per_cell 3.65 \
    rsz0062_at_grt "yes" \
    routedWlPerCell_um 12.9 \
    flop-count 0 \
    startpoint_type "input pin" \
    crit_top_cell "buf_4" \
    comb_power_share 1.000 \
    power_mw 0.284 \
    seq_area_frac_synth 0 \
    required_ns 1.12 \
    top_usage_layer "met2" \
    dp.cells 129 \
]
[cells in the mapped netlist (all sizes together)]
master | count | share of area
conb | 1 | 0.010
nor3b | 1 | 0.020
o22ai | 2 | 0.033
nand2 | 4 | 0.040
buf | 7 | 0.13
mux2 | 1 | 0.030
a21o | 2 | 0.040
nor2 | 7 | 0.070
a211oi | 1 | 0.020
o21ai | 5 | 0.067
o21a | 1 | 0.020
a21oi | 5 | 0.067
mux2i | 3 | 0.080
nand2b | 3 | 0.050
xor2 | 1 | 0.023
ha | 6 | 0.20
inv | 5 | 0.050
nor2b | 3 | 0.050
[final timing paths]
path | start | cells after the start | slack (ns) | to
min | counter_in[2] | 3 | 0.81 | instruction[0]
max | counter_in[3] | 7 | -0.06 | instruction[12]
[area by class of cell]
type / instances / area (um^2)
fill: 367 / 2420
multi-input combinational: 48 / 479
timing repair buffer: 47 / 420
tap: 46 / 57.6
inverter: 5 / 36.3
[tightest hold or removal path: stages]
cell	delay [ns]
buf_6	0.09
o21ai_1	0.05
buf_2	0.10
[kinds of logic after synthesis]
kind of cell / after synthesis / synth area share
and+or+nand+nor: 18 / 0.230
other: 1 / 0.00999
AOI/OAI and AO/OA: 16 / 0.247
muxes: 4 / 0.110
xor gates and xnor gates: 1 / 0.0233
adders and majority gates: 6 / 0.200
buffers and inverters: 12 / 0.180
[power by group through the flow]
stage                 Sequential [mW]  Clock, mW  Combinational, mW
after CTS                           0          0              0.263
after global routing                0          0              0.312
final                               0          0              0.284
[routing by layer]
layer / share of wire / vias up
met5: 0 / -
met4: 0 / 0
met3: 0.039 / 0
met2: 0.48 / 13
met1: 0.48 / 251
li1: - / 269
[through the flow]
stage / util / setup slack [ns] / instance area [um^2] / TNS (ns)
2_1_floorplan: - / 0.0500 / 383 / 0
3_3_place_gp: 0.200 / -0.929 / 682 / -13.22
3_5_place_dp: 0.200 / -0.953 / 682 / -13.67
4_1_cts: 0.275 / -0.0772 / 938 / -0.358
5_1_grt: 0.291 / -0.108 / 993 / -0.530
6_report: 0.291 / -0.0609 / 993 / -0.231
[repair_timing]
| action | in CTS | in global routing |
|---|---|---|
| setup endpoints to repair | 17 | 14 |
| setup buffers | 15 | 0 |
| gates cloned | 2 | 0 |
| pin swaps | 12 | 11 |
| gates resized | 104 | 25 |
