--- /design/flow/constraint.sdc ---
current_design data_memory

set clk_period 4.2
set clk_io_pct 0.2

create_clock -name clk0 -period $clk_period [get_ports {clk}]

set non_clock_inputs [all_inputs -no_clocks]
set_input_delay [expr $clk_period * $clk_io_pct] -clock clk0 $non_clock_inputs
set_output_delay [expr $clk_period * $clk_io_pct] -clock clk0 [all_outputs]
--- /design/flow/config.mk ---
export PLATFORM = sky130hd
export DESIGN_NAME = data_memory
export DESIGN_NICKNAME = data_memory
export VERILOG_FILES = /design/flow/design.v
export SDC_FILE = /design/flow/constraint.sdc
export NUM_CORES = 4
export LEC_CHECK = 1
export CORE_UTILIZATION = 50
export SYNTH_MEMORY_MAX_BITS = 65536
--- /design/flow/run.sh ---
#!/bin/bash
# OpenROAD 26Q1-2900-gdf79404cd8, Yosys 0.63+post, stock flow scripts
make -C /OpenROAD-flow-scripts/flow DESIGN_CONFIG=/design/flow/config.mk WORK_HOME=/design/flow/orfs finish
--- /design/flow/design.v ---
module data_memory (
    input clk,                    
    input [19:0] read_address,    
    input [19:0] write_address,   
    input [19:0] write_data,      
    input memwrite,               
    input memread,                
    output reg [19:0] read_data   
);
reg [19:0] memory [0:1000];
initial begin
    memory[14] = 20'b0000_0000_0000_0000_0001;
    memory[3]  = 20'b0000_0000_0000_0000_0010;
    memory[0]  = 20'b0000_0000_0000_0000_0011;
    memory[16] = 20'b0000_0000_0000_0000_0100;
    memory[7]  = 20'b0000_0000_0000_0000_0101;
    memory[4]  = 20'b0000_0000_0000_0000_0110;
    memory[12] = 20'b0000_0000_0000_0000_0111;
    memory[6]  = 20'b0000_0000_0000_0000_1000;
    memory[8]  = 20'b0000_0000_0000_0000_1001;
    memory[15] = 20'b0000_0000_0000_0000_1010;
    memory[5]  = 20'b0000_0000_0000_0000_1011;
    memory[9]  = 20'b0000_0000_0000_0000_1100;
    memory[13] = 20'b0000_0000_0000_0000_1101;
    memory[1]  = 20'b0000_0000_0000_0000_1110;
    memory[19] = 20'b0000_0000_0000_0000_0011;
    memory[1]  = 20'b0000_0000_0000_0000_0011;
    memory[2]  = 20'b0000_0000_0000_0000_0001;
    memory[10] = 20'b0000_0000_0000_0000_0010;
    memory[11] = 20'b0000_0000_0000_0000_0100;
    memory[17] = 20'b0000_0000_0000_0000_1000;
    memory[18] = 20'b0000_0000_0000_0000_1001;
    memory[20] = 20'b0000_0000_0000_0000_0101;
    memory[21] = 20'b0000_0000_0000_0000_0111;
    memory[22] = 20'b0000_0000_0000_0000_0110;
    memory[23] = 20'b0000_0000_0000_0000_0000;
    memory[24] = 20'b0000_0000_0000_0000_1010;
    memory[25] = 20'b0000_0000_0000_0000_1001;
    memory[26] = 20'b0000_0000_0000_0000_0101;
    memory[27] = 20'b0000_0000_0000_0000_0011;
    memory[28] = 20'b0000_0000_0000_0000_0010;
    memory[29] = 20'b0000_0000_0000_0000_0001;
    memory[30] = 20'b0000_0000_0000_0000_0001;
end
always @(*) begin
    if (memread) begin
        read_data <= memory[read_address];
    end
end
always @(posedge clk) begin
    if (memwrite) begin
        memory[write_address] <= write_data;
    end
end
endmodule
==> impl_metrics.sql <==
-- flow metrics import
INSERT INTO impl_metrics (metric_group, metric, value, unit) VALUES
('outcome', 'status', 'complete, no violations', ''),
('yosys', 'ys_sh_mux', '17.01', '%'),
('final_layout', 'drive_above_1_share', '31.88', '%'),
('detailed_routing', 'drt_iter0_markers', '27770', ''),
('global_routing', 'total_overflow_reported_by_the_global_router', '0', ''),
('job', 'tool_warnings', '78', ''),
('final_layout', 'final-comb-area', '160400', 'sq um'),
('global_routing', 'grt_start_max_net_pins', '105', ''),
('final_timing', 'rsz0062_at_grt', 'no', ''),
('die', 'die-height', '1244', 'um'),
('final_timing', 'fin_setup_tns', '0', 'ns'),
('placed_design', 'place_area', '820500', 'sq um'),
('cts', 'cts-buffers-inserted', '2141', ''),
('die', 'core_area', '1536000', 'sq um'),
('yosys', 'xor_area_share', '0', '%'),
('yosys', 'ys_sh_aoi', '1.760', '%'),
('yosys', 'yosys.area_share.adder', '0', '%'),
('worst_setup_path', 'end_kind', 'flop', ''),
('global_routing', 'first_global_vias', '412800', ''),
('global_routing', 'grt_pass1_wl', '3347000', 'um'),
('worst_setup_path', 'critPathKind', 'in -> reg', ''),
('worst_setup_path', 'cp_data_arrival_time', '3.98', 'ns'),
('yosys', 'synth-main-ff-cell', 'sky130_fd_sc_hd__edfxtp_1', ''),
('yosys', 'logic_family', 'multiplexers', ''),
('cts', 'cts.path.max_buffers', '6', ''),
('yosys', 'yosys-top-cells-area', 'sky130_fd_sc_hd__edfxtp_1 78%, sky130_fd_sc_hd__mux4_2 15%, sky130_fd_sc_hd__mux2i_1 1.5%', ''),
('placed_design', 'final_hpwl_from_detailed_placement', '1573000', 'um'),
('yosys', 'simple_gate_area_share', '1.484', '%'),
('placed_design', 'io_buffer_count', '62', ''),
('die', 'die_area', '1546000', 'sq um'),
('final_timing', 'timing.fmax', '0.3326', 'GHz'),
('final_timing', 'unclocked_regs', '20', ''),
('final_layout', 'finish.instance_area', '887900', 'sq um'),
('final_timing', 'timing.max_slew.rel_slack', '10.66', '%'),
('placed_design', 'globalplace.congestion', '0.9855', ''),
('yosys', 'synth.lib_cells_used.distinct', '94', ''),
('cts', 'h-tree-depth', '8', ''),
('power_and_ir_drop', 'vdd_drop_max', '0.3473', 'mV'),
('yosys', 'top_area_share', '78.00', '%'),
('yosys', 'syn_avg_cell_area', '23.26', 'sq um'),
('detailed_routing', 'detail_route.vias_per_cell', '6.373', ''),
('final_layout', 'area_growth_syn_to_layout', '15.20', '%'),
('yosys', 'yosys_cells', '33140', ''),
('yosys', 'synth.yosys.chip_area', '770700', 'sq um'),
('die', 'initial_core_util', '50.18', '%'),
('global_routing', 'gr-usage-all-layers', '36.31', '%'),
('job', 'max-cap-violations', '0', ''),
('worst_setup_path', 'worst_ep_required_time', '5.17', 'ns'),
('yosys', 'synth-edff-count', '20020', ''),
('yosys', 'biggest_area_consumer_among_synthesized_cells', 'sky130_fd_sc_hd__edfxtp_1', ''),
('final_timing', 'tightest_slew', '1.340', 'ns'),
('worst_setup_path', 'critical_path_peak_fanout', '20', ''),
('detailed_routing', 'vias', '372500', ''),
('final_timing', 'post-route-min-period', '3.006', 'ns'),
('yosys', 'postSynthRegisterBits', '20040', ''),
('detailed_routing', 'drt_drc_violations_left', '0', ''),
('cts', 'cts_root_buf', 'sky130_fd_sc_hd__clkbuf_16', ''),
('power_and_ir_drop', 'power.leakage', '278.0', 'nW'),
('final_layout', 'layout.area.seq', '601500', 'sq um'),
('final_timing', 'fin_crit_sh', '71.58', '%'),
('cts', 'postCtsHoldBufs', '10', ''),
('yosys', 'synth.cell_area', '770700', 'sq um'),
('cts', 'tritoncts', 'yes', ''),
('cts', 'post_cts_resized', '0', ''),
('cts', 'cts_setup_buffers', '0', ''),
('yosys', 'tally_of_yosys_warning_messages', '1', ''),
('final_timing', 'unconstrained_endpoints', '40', ''),
('final_timing', 'slew_viols_final', '0', ''),
('detailed_routing', 'route.antenna.remaining_nets', '0', ''),
('final_layout', 'fillers', '106600', '');
state kept, by name (all words and copies together), names as in the netlist:
name       flops
read_data     20
memory     20020
cells in the final DEF, fill, tap and decap left out, drive strengths merged, types with 52 or more instances in the layout:
cell type,n
nor3,161
a31oi,87
clkbuf,2628
diode,377
edfxtp,20020
a21oi,367
a211oi,63
o22ai,327
buf,2822
inv,83
nor2,1253
bufinv,152
nand3,226
mux2i,1185
a22oi,203
o21ai,257
nor4,56
a32oi,57
nand2,771
mux4,5249
o221ai,316
clkinv,788
a221oi,52
worst max-delay path, stage by stage:
cell	delay [ns]
sky130_fd_sc_hd__clkdlybuf4s50_1	0.75
sky130_fd_sc_hd__nor3b_2	0.25
sky130_fd_sc_hd__buf_4	0.32
sky130_fd_sc_hd__nand3_4	0.66
sky130_fd_sc_hd__buf_4	0.59
sky130_fd_sc_hd__nor2_2	0.16
sky130_fd_sc_hd__buf_4	0.30
path summary, 6_finish.rpt:
kind,cells after the start,end,startpoint
setup / recovery,7,memory[42][6]$_DFFE_PP_,write_address[3]
hold / removal,1,memory[281][12]$_DFFE_PP_,write_data[12]
metal layers:
metal	share of wire, %	routed length [um]	global-route usage, %	vias to the layer above
li1	-	-	-	148800
met3	24	580700	36.64	4796
met1	26	637200	38.72	188300
met2	44	1068000	46.60	30230
met5	0.73	17930	11.22	-
met4	5.9	143300	15.72	340
synth_stat cells, types with 12 or more instances:
library cell / n
sky130_fd_sc_hd__clkbuf_8: 35
sky130_fd_sc_hd__edfxtp_1: 20020
sky130_fd_sc_hd__o22ai_1: 327
sky130_fd_sc_hd__and2_1: 39
sky130_fd_sc_hd__o221ai_1: 315
sky130_fd_sc_hd__buf_8: 171
sky130_fd_sc_hd__buf_6: 230
sky130_fd_sc_hd__a211oi_1: 63
sky130_fd_sc_hd__o21ai_0: 255
sky130_fd_sc_hd__nor3_1: 161
sky130_fd_sc_hd__clkbuf_1: 568
sky130_fd_sc_hd__nor2_1: 1253
sky130_fd_sc_hd__a41oi_1: 13
sky130_fd_sc_hd__buf_2: 478
sky130_fd_sc_hd__a32oi_1: 57
sky130_fd_sc_hd__o31ai_1: 12
sky130_fd_sc_hd__nand4_1: 48
sky130_fd_sc_hd__a21oi_1: 367
sky130_fd_sc_hd__buf_1: 192
sky130_fd_sc_hd__and3_1: 42
sky130_fd_sc_hd__a2111oi_0: 33
sky130_fd_sc_hd__nor2b_1: 28
sky130_fd_sc_hd__nand2_1: 771
sky130_fd_sc_hd__nand2b_1: 17
sky130_fd_sc_hd__a22oi_1: 202
sky130_fd_sc_hd__nor4_1: 56
sky130_fd_sc_hd__a31oi_1: 87
sky130_fd_sc_hd__mux4_2: 5075
sky130_fd_sc_hd__a221oi_1: 51
sky130_fd_sc_hd__a311oi_1: 28
sky130_fd_sc_hd__a22o_1: 15
sky130_fd_sc_hd__o2111ai_1: 12
sky130_fd_sc_hd__buf_12: 15
sky130_fd_sc_hd__mux2_2: 32
sky130_fd_sc_hd__mux4_1: 174
sky130_fd_sc_hd__dlxtp_1: 20
sky130_fd_sc_hd__buf_4: 246
sky130_fd_sc_hd__o22a_1: 12
sky130_fd_sc_hd__o211ai_1: 32
sky130_fd_sc_hd__nand3_1: 226
sky130_fd_sc_hd__mux2i_1: 1185
where the power goes:
part	total (mW)	internal, mW	leakage (nW)	switching [mW]
Clock	181	105	32.3	75.6
Combinational	24.2	7.27	65.7	17.0
Sequential	220	220	180	0.0953
cell families (layout without fill, tap and decap cells):
| kind of cell | Yosys count | count (layout) |
|---|---|---|
| latches | 20 | 20 |
| other | 0 | 377 |
| flip-flops | 20020 | 20020 |
| AND-OR/OR-AND | 1974 | 1974 |
| AND/OR/NAND/NOR | 2699 | 2699 |
| buffers and inverters | 1956 | 6560 |
| multiplexers | 6466 | 6466 |
layout make-up:
class / instances / area share (%)
antenna: 377 / 0.1063
clock buffer: 2628 / 6.394
clock inverter: 1060 / 1.074
inverter: 10 / 0.009301
multi-input combinational: 11140 / 18.07
sequential: 20040 / 67.74
tap: 20340 / 2.866
timing repair buffer: 2862 / 3.738
per-stage QoR:
stage	power, mW	setup WS [ns]	hold WS, ns	instances	utilization [%]
2_1_floorplan	234.6	0.6682	0.9389	33140	-
6_report	425.2	1.194	0.06686	58450	57.81
3_5_place_dp	247.9	-0.02718	1.332	54380	53.42
3_3_place_gp	247.7	-0.03676	1.334	54380	53.42
5_1_grt	435.2	1.263	0.04697	58260	57.77
4_1_cts	426.5	1.348	0.004326	58080	57.74
Power and IR drop assume default switching activity.
