--- design.v ---
module register (
    input clk,  
    input reg_write,  
    input [2:0] read_register1,  
    input [2:0] read_register2,  
    input [2:0] write_register,  
    output reg [19:0] read_data1,  
    output reg [19:0] read_data2,  
    input [19:0] write_data  
);
reg [19:0] register [0:7];
initial begin
    register[0] = 20'b0000_0000_0000_0000_0100;  
    register[1] = 20'b0000_0000_0000_0000_1100;  
    register[2] = 20'b0000_0000_0000_0000_0110;  
    register[3] = 20'b0000_0000_0000_0000_0011;  
    register[4] = 20'b0000_0000_0000_0000_1000;  
    register[5] = 20'b0000_0000_0000_0000_1111;  
    register[6] = 20'b0000_0000_0000_0000_0101;  
    register[7] = 20'b0000_0000_0000_0000_1001;  
end
always @(posedge clk) begin
    if (reg_write == 1'b1) begin
        register[write_register] <= write_data;  
    end
end
always @(*) begin
    read_data1 <= register[read_register1];  
    read_data2 <= register[read_register2];  
end
endmodule
--- run.sh ---
#!/bin/bash
# OpenROAD 26Q1-2900-gdf79404cd8, Yosys 0.63+post, stock flow scripts
make -C /OpenROAD-flow-scripts/flow DESIGN_CONFIG=/design/flow/config.mk WORK_HOME=/design/flow/orfs finish
--- config.mk ---
export PLATFORM = sky130hd
export DESIGN_NAME = register
export DESIGN_NICKNAME = register
export VERILOG_FILES = /design/flow/design.v
export SDC_FILE = /design/flow/constraint.sdc
export NUM_CORES = 4
export LEC_CHECK = 1
export CORE_UTILIZATION = 30
--- constraint.sdc ---
current_design register

set clk_period 3.8
set clk_io_pct 0.2

create_clock -name clk0 -period $clk_period [get_ports {clk}]

set non_clock_inputs [all_inputs -no_clocks]
set_input_delay [expr $clk_period * $clk_io_pct] -clock clk0 $non_clock_inputs
set_output_delay [expr $clk_period * $clk_io_pct] -clock clk0 [all_outputs]
==> out/qor.log <==
INFO  outcome        status=complete, no violations
INFO  yosys          ff_type=edfxtp_1
INFO  sta            timing.final.crit_period=3.277ns
INFO  finish         finalNonFillerCells=734
INFO  yosys          yosys.stat.chipArea=7561squm
INFO  yosys          synth-async-reset-ratio=0%
INFO  power_and_ir_drop combinationalPowerShare=10.2%
INFO  power_and_ir_drop net_switching_power=805.3uW
INFO  clock_tree     clock-root-buffer=clkbuf_16
INFO  routing        post_route_antenna_net_violation_count=0
INFO  power_and_ir_drop cellLeakagePower=3.106nW
INFO  worst_setup_path cp_data_required_time=3.04ns
INFO  routing        dr.pass1.iters=4
INFO  global_route   grt_antenna_before_repair=0
INFO  clock_tree     cts_sinks=160
INFO  yosys          ys_seq_share=63.54%
INFO  worst_setup_path setup.worst_path.end=read_data2[6]
INFO  power_and_ir_drop internal-power=3.138mW
INFO  global_route   grt_overflow=0
INFO  clock_tree     post_cts.resized_instances=0
INFO  power_and_ir_drop switching_fraction=20.42%
INFO  yosys          synthDominantCellAreaShare=63.54%
INFO  power_and_ir_drop share_seq_of_total_power=51.3%
INFO  routing        route.detailed.drc=0
INFO  clock_tree     cts_buffers=17
INFO  sta            upper_clock_frequency_limit=305.1MHz
INFO  sta            hold_viol_final=0
INFO  worst_setup_path worst_setup_path_end_kind=output pin
INFO  floorplanning  number_of_standard_cell_rows_in_the_floorplan=57
INFO  yosys          postSynthAreaPerCell=24.00squm
INFO  yosys          yosys_warnings=1
INFO  worst_setup_path critical_path.startpoint_type=input port
INFO  global_route   first_global_vias=4,027
INFO  sta            worst_slew_margin_rel=70.38%
INFO  routing        route.detailed.vias_per_inst=5.030
INFO  finish         largestRegisters=register x160
INFO  floorplanning  share_of_the_core_filled_by_cells_before_placement=30.82%
INFO  global_route   grt_first_pass_wirelength=23,710microns
INFO  routing        route.antenna.diode_count=0
INFO  yosys          synth.area.top_cells=edfxtp_1 (64%), mux4_1 (28%), mux2_2 (6.0%)
INFO  yosys          ys_seq_elements=160
INFO  routing        total_number_of_vias=3,692
INFO  run            tool_warnings=25
INFO  clock_tree     clk_path_buf_depth=2
INFO  sta            setup-tns-final=0ns
INFO  global_route   global_route.usage.total=13.59%
INFO  finish         post_route_cells_drive_above_1_share=23.17%
INFO  global_route   grt_start_max_net_pins=41
INFO  placed_design  placed_inst_area=8722squm
INFO  power_and_ir_drop cellPowerDensity=426.3nW/um^2
INFO  routing        routed_wire_length_per_instance=21.60microns
INFO  placed_design  detailed_place_hpwl=8918microns
INFO  yosys          synth_cells=315
INFO  yosys          yosysMostFrequentCell=edfxtp_1
INFO  yosys          edf_count=160
INFO  placed_design  place.port_buffers=70
INFO  yosys          syn-cell-area=7561squm
INFO  clock_tree     clkTransAtPathRegs=0.06ns
INFO  clock_tree     post_cts_buffers=0
INFO  finish         largest_register_ffs=160
INFO  yosys          yosys.area.top_type=edfxtp_1
INFO  worst_setup_path critical_path.startpoint=read_register2[0]
INFO  placed_design  dp_cell_count=703
INFO  floorplanning  die_h=160.8microns
INFO  worst_setup_path timing.setup.critical_path_class=input port to output pin
INFO  floorplanning  fp.dieArea=25,840squm
INFO  routing        first_iter_violations=170
INFO  finish         largest_register=register
INFO  run            cap_viol_max_count=0
INFO  finish         num-fill-cells=2,201
INFO  floorplanning  die_width=160.8microns
INFO  power_and_ir_drop power.clock.fraction=38.5%
INFO  sta            rsz0062_at_grt=no
INFO  yosys          synth_cell_types=11
INFO  finish         cell_area_after_layout=9251squm
INFO  placed_design  globalplace.congestion=0.7067
INFO  finish         final_util=37.71%
INFO  yosys          synth.top_cells.by_count=edfxtp_1 (160), mux4_1 (80), mux2_2 (40), buf_6 (8), clkbuf_1 (8)
INFO  worst_setup_path arr_time_crit_path=2.52ns
INFO  finish         syn2layout_area_growth=22.36%
INFO  hold_path      worst_hold_path_type=input port to flop
INFO  clock_tree     cts_hold_buffers=0
INFO  sta            finish_stage_setup_viols=0
INFO  routing        detail_route.wirelength=15,860microns
INFO  floorplanning  core_area=24,530squm
INFO  floorplanning  boundaryPins=71
INFO  sta            finalHoldWorstSlack=1.075ns
INFO  sta            final_critical_path_share_of_the_clock_period=86.24%
INFO  worst_setup_path critPathMaxFanout=40
INFO  sta            final-max-slew-violation-count=0
INFO  clock_tree     ctsHtreeMaxLevel=4
INFO  clock_tree     cts_tree=built
INFO  yosys          synth_stat.cells=315
INFO  power_and_ir_drop peakVddDrop=0.3671mV
INFO  sta            timing_worst_slew_pin_value=0.4444ns
## routing by layer
layer,global-route usage [%],vias to the layer above,share of wire (%)
met4,0.7719,0,0.49
met1,16.41,1852,36
li1,-,1629,-
met5,0,-,0
met3,9.196,7,13
met2,21.72,204,50
## how the worst min path moves through the flow
stage,startpoint,end,slack [ns],depth (start not counted)
CTS,write_data[4],register[4][4],1.06,1
global route,write_data[7],register[5][7],1.09,1
finish,write_data[12],register[4][12],1.07,1
## cell families after synthesis
group         count (synthesis)  share of synthesized area, %
mux                         120                         33.76
flops                       160                         63.54
buf+inv                      22                         1.920
simple gates                 13                        0.7778
## power groups by stage
stage                 combinational (mW)  clock, mW  sequential, mW
final                              0.404       1.52            2.02
after global routing               0.436       1.63            2.03
after CTS                          0.412       1.55            2.02
## layout make-up
cell class	count	area [sq um]	share of cell area [%]
clock inverter	12	96.34	1.041
multi-input combinational	133	2636	28.50
tap	324	405.4	4.382
timing repair buffer	86	875.8	9.467
clock buffer	19	432.9	4.679
sequential	160	4805	51.93
## metrics by stage
| stage | setup slack, ns | power, mW |
|---|---|---|
| after floorplan | 1.036 | 2.252 |
| after global placement | 0.5318 | 2.461 |
| after detailed placement | 0.5248 | 2.468 |
| after CTS | 0.5209 | 3.987 |
| after global routing | 0.4615 | 4.097 |
| final | 0.5228 | 3.944 |
## worst max-delay path, stage by stage
cell,delay [ns]
buf_2,0.10
buf_12,0.28
mux4_1,0.61
mux2_2,0.29
clkdlybuf4s50_1,0.46
## cells in the final DEF, fill, tap and decap left out, types with 2 or more instances in the layout
cell and instances:
clkinv_2 4, mux4_1 80, edfxtp_1 160, buf_12 6, mux2_2 40, clkbuf_16 17
nor3_2 2, buf_4 10, nor2_2 6, buf_2 4, nand2b_1 3, clkbuf_1 2
clkinv_1 2, clkdlybuf4s50_1 66, clkinvlp_4 4, nand2_1 2
Power is estimated from default activity; no workload was simulated.
